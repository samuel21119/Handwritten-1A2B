==> /design/flow/design.v <==
module Character #(
    parameter [9:0] originX = 10'h0,
    parameter [9:0] originY = 10'h0,
    parameter [9:0] width = 10'd40,
    parameter [9:0] height = 10'd80,
    parameter [4:0] characterWidth = 5'd8,
    parameter [4:0] characterHeight = 5'd16
) (
    input [7:0] code,
    input [9:0] h_cnt,
    input [9:0] v_cnt,
    output pixelEnable
);
    localparam [3:0] unitSize = width / characterWidth;
    reg [0:(characterWidth * characterHeight - 1)] flat;
    wire [9:0] clientX = h_cnt - originX;
    wire [9:0] clientY = v_cnt - originY;
    wire [9:0] characterClientX = clientX / unitSize;
    wire [9:0] characterClientY = clientY / unitSize;
    wire valid = (clientX >= 0 && clientX < width) && (clientY >= 0 && clientY < height);
    wire [9:0] index = characterClientX + characterWidth * characterClientY;
    always @(*) begin
        case (code)
            8'h0: begin
                flat = {
                    8'b00111000,
                    8'b01000100,
                    8'b10000010,
                    8'b10000010,
                    8'b10000010,
                    8'b10000010,
                    8'b10000010,
                    8'b10000010,
                    8'b10000010,
                    8'b10000010,
                    8'b10000010,
                    8'b10000010,
                    8'b10000010,
                    8'b10000010,
                    8'b01000100,
                    8'b00111000
                };
            end
            8'h1: begin
                flat = {
                    8'b00001000,
                    8'b00011000,
                    8'b01101000,
                    8'b00001000,
                    8'b00001000,
                    8'b00001000,
                    8'b00001000,
                    8'b00001000,
                    8'b00001000,
                    8'b00001000,
                    8'b00001000,
                    8'b00001000,
                    8'b00001000,
                    8'b00001000,
                    8'b00001000,
                    8'b00001000
                };
            end
            8'h2: begin
                flat = {
                    8'b00111000,
                    8'b01000100,
                    8'b10000010,
                    8'b10000010,
                    8'b10000010,
                    8'b00000010,
                    8'b00000010,
                    8'b00000010,
                    8'b00000010,
                    8'b00000100,
                    8'b00001000,
                    8'b00010000,
                    8'b00100000,
                    8'b01000000,
                    8'b10000000,
                    8'b11111111
                };
            end
            8'h3: begin
                flat = {
                    8'b00111000,
                    8'b01000100,
                    8'b10000010,
                    8'b10000010,
                    8'b10000010,
                    8'b00000010,
                    8'b00000010,
                    8'b00000010,
                    8'b01111100,
                    8'b00000010,
                    8'b00000010,
                    8'b10000010,
                    8'b10000010,
                    8'b10000010,
                    8'b01000100,
                    8'b00111000
                };
            end
            8'h4: begin
                flat = {
                    8'b00000100,
                    8'b00001100,
                    8'b00010100,
                    8'b00010100,
                    8'b00100100,
                    8'b01000100,
                    8'b01000100,
                    8'b10000100,
                    8'b11111110,
                    8'b00000100,
                    8'b00000100,
                    8'b00000100,
                    8'b00000100,
                    8'b00000100,
                    8'b00000100,
                    8'b00000100
                };
            end
            8'h5: begin
                flat = {
                    8'b11111110,
                    8'b10000000,
                    8'b10000000,
                    8'b10000000,
                    8'b10000000,
                    8'b10111000,
                    8'b11000100,
                    8'b10000010,
                    8'b00000010,
                    8'b00000010,
                    8'b00000010,
                    8'b10000010,
                    8'b10000010,
                    8'b10000010,
                    8'b01000100,
                    8'b00111000
                };
            end
            8'h6: begin
                flat = {
                    8'b00111000,
                    8'b01000100,
                    8'b10000010,
                    8'b10000000,
                    8'b10000000,
                    8'b10000000,
                    8'b10000000,
                    8'b10111000,
                    8'b11000100,
                    8'b10000010,
                    8'b10000010,
                    8'b10000010,
                    8'b10000010,
                    8'b10000010,
                    8'b01000100,
                    8'b00111000
                };
            end
            8'h7: begin
                flat = {
                    8'b11111110,
                    8'b10000010,
                    8'b00000010,
                    8'b00000010,
                    8'b00000010,
                    8'b00000010,
                    8'b00000100,
                    8'b00000100,
                    8'b00000100,
                    8'b00001000,
                    8'b00001000,
                    8'b00010000,
                    8'b00010000,
                    8'b00010000,
                    8'b00010000,
                    8'b00010000
                };
            end
            8'h8: begin
                flat = {
                    8'b00111000,
                    8'b01000100,
                    8'b10000010,
                    8'b10000010,
                    8'b10000010,
                    8'b10000010,
                    8'b10000010,
                    8'b01111100,
                    8'b10000010,
                    8'b10000010,
                    8'b10000010,
                    8'b10000010,
                    8'b10000010,
                    8'b10000010,
                    8'b01000100,
                    8'b00111000
                };
            end
            8'h9: begin
                flat = {
                    8'b00111000,
                    8'b01000100,
                    8'b10000010,
                    8'b10000010,
                    8'b10000010,
                    8'b10000010,
                    8'b10000010,
                    8'b01000110,
                    8'b00111010,
                    8'b00000010,
                    8'b00000010,
                    8'b10000010,
                    8'b10000010,
                    8'b10000010,
                    8'b01000100,
                    8'b00111000
                };
            end
            8'ha: begin
                flat = {
                    8'b00000000,
                    8'b00000000,
                    8'b00000000,
                    8'b00000000,
                    8'b00000000,
                    8'b00000000,
                    8'b00000000,
                    8'b00000000,
                    8'b11111100,
                    8'b00000010,
                    8'b00000010,
                    8'b01111110,
                    8'b10000010,
                    8'b10000010,
                    8'b10000010,
                    8'b01111110
                };
            end
            8'hb: begin
                flat = {
                    8'b10000000,
                    8'b10000000,
                    8'b10000000,
                    8'b10000000,
                    8'b10000000,
                    8'b10000000,
                    8'b10000000,
                    8'b10000000,
                    8'b10111000,
                    8'b11000100,
                    8'b10000010,
                    8'b10000010,
                    8'b10000010,
                    8'b10000010,
                    8'b10000100,
                    8'b01111000
                };
            end
            "C": begin
                flat = {
                    8'b00111000,
                    8'b11000100,
                    8'b10000010,
                    8'b10000010,
                    8'b10000000,
                    8'b10000000,
                    8'b10000000,
                    8'b10000000,
                    8'b10000000,
                    8'b10000000,
                    8'b10000000,
                    8'b10000000,
                    8'b10000010,
                    8'b10000010,
                    8'b01000100,
                    8'b00111000
                };
            end
            "E": begin
                flat = {
                    8'b11111110,
                    8'b10000000,
                    8'b10000000,
                    8'b10000000,
                    8'b10000000,
                    8'b10000000,
                    8'b10000000,
                    8'b11111100,
                    8'b10000000,
                    8'b10000000,
                    8'b10000000,
                    8'b10000000,
                    8'b10000000,
                    8'b10000000,
                    8'b10000000,
                    8'b11111110
                };
            end
            "e": begin
                flat = {
                    8'b00000000,
                    8'b00000000,
                    8'b00000000,
                    8'b00000000,
                    8'b00000000,
                    8'b00000000,
                    8'b00000000,
                    8'b00000000,
                    8'b01111100,
                    8'b10000010,
                    8'b10000010,
                    8'b11111110,
                    8'b10000000,
                    8'b10000000,
                    8'b10000010,
                    8'b01111100
                };
            end
            "l": begin
                flat = {
                    8'b00010000,
                    8'b01110000,
                    8'b00010000,
                    8'b00010000,
                    8'b00010000,
                    8'b00010000,
                    8'b00010000,
                    8'b00010000,
                    8'b00010000,
                    8'b00010000,
                    8'b00010000,
                    8'b00010000,
                    8'b00010000,
                    8'b00010000,
                    8'b00010000,
                    8'b11111110
                };
            end
            "n": begin
                flat = {
                    8'b00000000,
                    8'b00000000,
                    8'b00000000,
                    8'b00000000,
                    8'b00000000,
                    8'b00000000,
                    8'b00000000,
                    8'b00000000,
                    8'b10011000,
                    8'b10100100,
                    8'b11000010,
                    8'b10000010,
                    8'b10000010,
                    8'b10000010,
                    8'b10000010,
                    8'b10000010
                };
            end
            "r": begin
                flat = {
                    8'b00000000,
                    8'b00000000,
                    8'b00000000,
                    8'b00000000,
                    8'b00000000,
                    8'b00000000,
                    8'b00000000,
                    8'b00000000,
                    8'b10011100,
                    8'b10100010,
                    8'b11000000,
                    8'b10000000,
                    8'b10000000,
                    8'b10000000,
                    8'b10000000,
                    8'b10000000
                };
            end
            "t": begin
                flat = {
                    8'b10000000,
                    8'b10000000,
                    8'b10000000,
                    8'b10000000,
                    8'b10000000,
                    8'b11111110,
                    8'b10000000,
                    8'b10000000,
                    8'b10000000,
                    8'b10000000,
                    8'b10000000,
                    8'b10000000,
                    8'b10000000,
                    8'b10000000,
                    8'b01000010,
                    8'b00111100
                };
            end
            default: begin
                flat = {
                    8'b00000000,
                    8'b00000000,
                    8'b00000000,
                    8'b00000000,
                    8'b00000000,
                    8'b00000000,
                    8'b00000000,
                    8'b00000000,
                    8'b00000000,
                    8'b00000000,
                    8'b00000000,
                    8'b00000000,
                    8'b00000000,
                    8'b00000000,
                    8'b00000000,
                    8'b00000000
                };
            end
        endcase
    end
    assign pixelEnable = valid & flat[index];
endmodule
==> /design/flow/run.sh <==
#!/bin/bash
# OpenROAD 26Q1-2900-gdf79404cd8, Yosys 0.63+post, stock flow scripts
make -C /OpenROAD-flow-scripts/flow DESIGN_CONFIG=/design/flow/config.mk WORK_HOME=/design/flow/orfs finish
==> /design/flow/config.mk <==
export PLATFORM = sky130hd
export DESIGN_NAME = Character
export DESIGN_NICKNAME = Character
export VERILOG_FILES = /design/flow/design.v
export SDC_FILE = /design/flow/constraint.sdc
export NUM_CORES = 4
export LEC_CHECK = 1
export CORE_UTILIZATION = 50
==> /design/flow/constraint.sdc <==
current_design Character

set clk_period 20.8
set clk_io_pct 0.2

create_clock -name clk0 -period $clk_period

set non_clock_inputs [all_inputs -no_clocks]
set_input_delay [expr $clk_period * $clk_io_pct] -clock clk0 $non_clock_inputs
set_output_delay [expr $clk_period * $clk_io_pct] -clock clk0 [all_outputs]
==> notes.md <==
impl run done, here's what came out: CP startpoint=v_cnt[9], Leak Pwr=roughly 1.5 nW, Pwr Density=51.3 nW/um2, diodes inserted=0, gp weighted congestion=1.03, Mapped Cells=705, Worst-Margin Slew=0.903 ns, CORE AREA=7850 um2, area share of fa/ha/maj cells after synthesis=3.94%, # setup viols final=0, drt drc=0, Area Overhead vs Synth=5.54%, via-per-instance ratio=6.82, Post-Route Setup TNS=0 ns, port bufs=29, 1st-iter DRT viols=496, initial antenna violation count=0, WL per Instance=between 15 and 20 um, synthesized area=4130 um2, antenna-violating nets left=0, top cells by area, synth=a21oi_1 9.4%, nand2_1 7.5%, nor2_1 7.2%, o21ai_0 6.5%, nand3_1 4.2%, Post-CTS Setup Inserts=0, worst hold-check path type=input pin to primary output, crit path max-delay cell type=clkdlybuf4s50_1, CP peak stage delay=roughly 0.61 ns, Cell variety after synth=85, vias in the first global route=4,648, DR pass1 iterations=6, final hold violations=0, part of the cycle the worst path needs=83.8%, hold path start=v_cnt[9], Rel. slew slack=between 30 and 40%, first-pass GRT wire length=23.2 mm, FMAX=between 50 and 60 MHz, Mapped Avg Cell Area=around 6 um2, num ports=29, Die Y-Extent=92.9 um, area fraction in mux cells=under 10%, Die X=92.9 um, Total Wirelength=14.3 mm, status=finished, final reports clean, Final Slew Violations=0, PostCTS Resize Cnt=0, largest net degree at the start of global routing=50, Post-CTS Hold Buffers=0, logic area=between 3000 and 4000 um2, Init Core Util=between 50% and 60%, most frequent logic cell in the layout=nand2_1, largest area contributor in the netlist=a21oi_1, CP Capture Type=primary output, Max Cap Viol=0, Yosys top cell area share=9.45%, remaining global-route overflow=0, Rows=32, chip area=8630 um2, Setup Crit Path Kind=input pin to primary output, Layout Cells excl Fill=between 700 and 800, sequential area share after synthesis=0%, Synthesis Warnings=1, Fillers=816, CP max FO=16, tool warnings=35, ys cells=705, min Tclk post-route=17.43 ns, layout cells sized above 1=between 4 and 5%, clkbuf count=0, CP required=16.64 ns, Top logic family=AND-OR/OR-AND gates, Worst IR Drop VDD=0.0254 mV, dpl cells=just under 800, total power draw=0.224 mW, total track usage=between 30% and 40%, yosys stat area=approximately 4100 um2, Top cells excl fill/tap=83 x nand2_1, 79 x nor2_1, 78 x a21oi_1, RSZ-0062 raised after global routing=false, via count=5,348, yosys xor share=4.66%, Startpoint Class=input pin, Complex Gates by Area=43.4%, worst path arrival time=about 13 ns, total area of sequential cells=0 um2, fin util=55.6%, Flops=0, Synth Area in Simple Gates=37.7%, DP Wirelength=10.7 mm
routing by layer:
metal / part of all wire [%] / vias to the layer above / GRT usage [%]
met2: 43 / 314 / 52.3
met3: 9.7 / 62 / 5.60
met4: 3.9 / 0 / 10.0
met1: 43 / 2374 / 47.5
met5: 0 / - / 0
li1: - / 2598 / -
through the flow:
| step | worst slack, ns | area [um2] | hold WS, ns |
|---|---|---|---|
| CTS | 3.45 | 4360 | 9.86 |
| detailed placement | 3.50 | 4360 | 9.85 |
| floorplan | 5.49 | 4130 | 8.89 |
| global route | 2.56 | 4360 | 9.96 |
| global placement | 3.83 | 4360 | 9.84 |
| finish | 3.37 | 4360 | 9.88 |
worst max-delay path: cells and delay by family:
kind | cells | cell delay, ns
AND/OR/NAND/NOR | 9 | 1.89
XOR/XNOR | 5 | 1.12
buffers and inverters | 3 | 1.31
adder cells (fa/ha/maj) | 4 | 1.30
AND-OR/OR-AND | 17 | 3.45
path summary, 6_finish.rpt:
check                 depth (start not counted)  slack (ns)           to
worst max-delay path                         38        3.37  pixelEnable
worst min-delay path                          6        9.88  pixelEnable
logic make-up (layout without fill, tap and decap cells):
group	after synthesis	count (layout)
AOI/OAI and AO/OA	266	266
xor gates and xnor gates	22	22
adders and majority gates	13	13
buffers and inverters	84	61
muxes	7	7
and+or+nand+nor	313	313
power by group:
group          internal (mW)  total (mW)  switching (mW)  leakage, nW
clock                      0           0               0            0
sequential                 0           0               0            0
combinational         0.0788       0.224           0.145         1.53
total                 0.0788       0.224           0.145         1.53
Yosys cell counts (9+ instances only):
master,n
nand2b_1,15
ha_1,9
a211oi_1,10
nand2_1,83
o21ai_0,54
a21oi_1,78
xor2_1,10
nor4_1,10
xnor2_1,12
buf_2,15
inv_1,21
nand3_1,35
o211ai_1,14
nor3_1,23
nor2_1,79
a31oi_1,15
clkbuf_1,35
nor2b_1,12
and2_1,9
area by class of cell:
class                           count  share of cell area [%]
Tap cell                          102                    2.93
Timing Repair Buffer               39                    8.38
Inverter                           22                    1.89
Multi-Input combinational cell    621                    86.8
No activity file was given, so power comes from the tool's default toggle rates.
